==> flow/design.v <==
module clock50_25(clock50, reset, clock25);
  input clock50;
  input reset;
  output clock25;
  reg [1:0] state;
  always @(posedge clock50)
    if (reset) state <= 0;
    else state <= state + 2'b1;
  assign clock25 = (state == 2'b0 || state == 2'b10) ? 1'b1 : 1'b0;
endmodule
module vga_controller(
  input clk_50MHz,    
  input reset,         
  output video_on,     
  output hsync,        
  output vsync,        
  output clk,          
  output [9:0] x,      
  output [9:0] y       
  );
  parameter HD = 640;              
  parameter HF = 48;               
  parameter HB = 16;               
  parameter HR = 96;               
  parameter HMAX = HD+HF+HB+HR-1;  
  parameter VD = 480;              
  parameter VF = 10;               
  parameter VB = 33;               
  parameter VR = 2;                
  parameter VMAX = VD+VF+VB+VR-1;  
  wire w_25MHz;
  clock50_25 c(.clock50(clk_50MHz), .reset(reset), .clock25(w_25MHz));
  reg [9:0] h_count_reg, h_count_next;
  reg [9:0] v_count_reg, v_count_next;
  reg v_sync_reg, h_sync_reg;
  wire v_sync_next, h_sync_next;
  always @(posedge clk_50MHz or posedge reset)
    if(reset) begin
      v_count_reg <= 0;
      h_count_reg <= 0;
      v_sync_reg  <= 1'b0;
      h_sync_reg  <= 1'b0;
    end
    else begin
      v_count_reg <= v_count_next;
      h_count_reg <= h_count_next;
      v_sync_reg  <= v_sync_next;
      h_sync_reg  <= h_sync_next;
    end
  always @(posedge w_25MHz or posedge reset)       
    if(reset)
      h_count_next = 0;
    else
      if(h_count_reg == HMAX)                  
        h_count_next = 0;
      else
        h_count_next = h_count_reg + 10'd1;         
  always @(posedge w_25MHz or posedge reset)
    if(reset)
      v_count_next = 0;
    else
      if(h_count_reg == HMAX)                  
        if((v_count_reg == VMAX))            
          v_count_next = 0;
        else
          v_count_next = v_count_reg + 10'd1;
  assign h_sync_next = (h_count_reg >= (HD+HB) && h_count_reg <= (HD+HB+HR-1));
  assign v_sync_next = (v_count_reg >= (VD+VB) && v_count_reg <= (VD+VB+VR-1));
  assign video_on = (h_count_reg < HD) && (v_count_reg < VD);  
  assign hsync  = h_sync_reg;
  assign vsync  = v_sync_reg;
  assign x      = h_count_reg;
  assign y      = v_count_reg;
  assign clk    = w_25MHz;
endmodule
==> flow/run.sh <==
#!/bin/bash
# OpenROAD 26Q1-2900-gdf79404cd8, Yosys 0.63+post, stock flow scripts
make -C /OpenROAD-flow-scripts/flow DESIGN_CONFIG=/design/flow/config.mk WORK_HOME=/design/flow/orfs finish
==> flow/config.mk <==
export PLATFORM = sky130hd
export DESIGN_NAME = vga_controller
export DESIGN_NICKNAME = vga_controller
export VERILOG_FILES = /design/flow/design.v
export SDC_FILE = /design/flow/constraint.sdc
export NUM_CORES = 4
export LEC_CHECK = 1
export CORE_UTILIZATION = 40
==> flow/constraint.sdc <==
current_design vga_controller

set clk_period 2.0
set clk_io_pct 0.2

create_clock -name clk0 -period $clk_period [get_ports {clk_50MHz}]

set non_clock_inputs [all_inputs -no_clocks]
set_input_delay [expr $clk_period * $clk_io_pct] -clock clk0 $non_clock_inputs
set_output_delay [expr $clk_period * $clk_io_pct] -clock clk0 [all_outputs]
==> results.yml <==
# physical design summary
outcome:
  status: "completed"
cts:
  numCtsBuffers: 3
  cts_max_level: 1
  clock_latency_ps: 270
  cts_root_buffer: "clkbuf_8"
  clk_path_buf_depth: 2
  cts_tree: "built"
  cts.reportedPaths.clkPinSlew_ps: 90
yosys:
  ff_type: "dfrtp_1"
  edf_count: 0
  ys_ff: 44
  yosysCellCount: 157
  netlist_instances: 157
  ys_seq_share_pct: 59.4
  ys_types: 38
  synth_top_cell_by_area: "dfrtp_1"
  synth_warnings: 2
  top_area_share_pct: 57.2
  yosys_area_um2: 1840
  synthTopCellsByArea: "dfrtp_1, ha_1, nor2_1, a21oi_2, inv_1"
  avgSynthCellArea_um2: 11.7
  postSynth.asyncResetShare_pct: 95.5
  netlist_area_um2: 1840
drt:
  routed_wl_mm: 3.31
  detail_route.first_pass.iterations: 4
  antenna_cells: 0
  wire_per_inst_um: 13.7
  via_count: 1213
  drt_iter0_markers: 53
  drc: 0
  antenna_left: 0
  viasPerCell: 5.01
sta:
  worst_pin_slew_ps: 426
  fin_crit_ps: 1890
  final-hold-violation-count: 0
  fin_setup_tns_ps: 0
  relSlewSlack_pct: 71.3
  finalSetupViolCount: 0
  max_freq_mhz: 530
  final_max_slew_viol_count: 0
  untimed_endpoints: 40
  rsz0062_at_grt: "no"
  unclocked_pins: 20
  worst_clock_skew_ps: 2.07
  period_used_pct: 94.4
global_routing:
  grt_max_degree: 43
  grt_pass1_vias: 1188
  grt_usage_pct: 15.4
  grt_first_pass_wirelength_mm: 5.76
  overflow: 0
  antenna_found_initial: 0
setup_path:
  critPathCaptureType: "output pin"
  arrival_ps: 1490
  crit_fanout: 2
  cp-start-kind: "flop"
  critical_path_class: "reg2out"
  rrSetupSlack_ps: 580
  crit_required_ps: 1600
place:
  place_inst: 232
  detailed_place_hpwl_mm: 2.20
  portBuffers: 25
  place.gp.congestion: 0.792
flow_run:
  warning_count: 32
  timing.max_cap.violations: 0
layout:
  areaGrowthSynthToFinish_pct: 23.4
  layout-drive-gt1-share_pct: 15.8
  instances_no_fill: 242
  most-common-layout-cells: "dfrtp_1, clkdlybuf4s50_1, nor2_1, inv_1"
  fin_util_pct: 51.7
  lay_top_count: "dfrtp_1"
floorplanning:
  die_w_um: 69.8
  die_area_um2: 4870
  fp_util_pct: 41.9
  io_pins: 26
  rows: 24
  coreArea_um2: 4380
  die_y_um: 69.8
power:
  power_mw: 0.944
  vdd_drop_max_uv: 262
  power_density_nw_per_um2: 416
  p_leak_nw: 0.997
worst_hold_path:
  min_path_type: "reg2reg"
## what timing repair did
action,in CTS,in global routing
hold buffers,0,0
pin swaps,0,2
buffers inserted,2,4
endpoints found under the setup margin,1,2
endpoints found under the hold margin,0,0
gates resized,2,6
## routing by layer
layer  up-vias  global-route usage (%)  wire length, um
met5         -                       0                0
met4         0                    2.22               45
met3         4                    2.65              127
met2        26                    21.7             1470
met1       589                    27.1             1670
li1        594                       -                -
## layout make-up
| cell class | instances | area (um2) |
|---|---|---|
| sequential | 44 | 1100 |
| timing repair buffer | 34 | 333 |
| inverter | 14 | 52.6 |
| multi-input combinational | 94 | 666 |
| tap | 52 | 65.1 |
| clock buffer | 4 | 55.1 |
| fill | 359 | 2120 |
## cells in the mapped netlist (2+ instances only)
| library cell | instances |
|---|---|
| a21oi_1 | 3 |
| nor3_1 | 2 |
| nand2_1 | 5 |
| dfrtp_1 | 42 |
| inv_1 | 14 |
| xnor2_1 | 6 |
| ha_1 | 9 |
| xor2_1 | 5 |
| a21oi_2 | 7 |
| nor2b_1 | 2 |
| and4_1 | 3 |
| nor2_1 | 17 |
| nand4_1 | 4 |
| dfxtp_1 | 2 |
| o22ai_1 | 3 |
| o21ai_1 | 2 |
| buf_4 | 2 |
| nand3_1 | 9 |
## worst max-delay path, stage by stage (launching register included)
cell,delay (ps)
dfxtp_2,330
inv_1,50
ha_1,190
or2_4,240
clkdlybuf4s50_1,400
## where the power goes
| part | switching [mW] | internal (mW) |
|---|---|---|
| registers | 0.00198 | 0.546 |
| logic | 0.0384 | 0.0223 |
| clock network | 0.159 | 0.176 |
## stage by stage
stage	setup WS [ps]	area (um2)	hold slack [ps]
after global routing	23.4	2270	416
after global placement	321	2150	399
after detailed placement	246	2150	415
final	113	2270	399
after CTS	6.83	2230	425
after floorplan	626	1840	388
## cells by family after synthesis
group,after synthesis,synth area share (%)
mux,2,1.16
buf+inv,19,4.83
xor+xnor,11,5.24
fa+ha+maj,9,6.13
flops,44,59.4
compound gates,21,8.10
simple gates,51,15.2
## path summary, 6_finish.rpt
path / start / end / cells past startpoint
setup / recovery: c.state[0]$_SDFF_PP0_ / clk / 4
hold / removal: c.state[0]$_SDFF_PP0_ / c.state[0]$_SDFF_PP0_ / 1
setup reg to reg: v_count_reg[6]$_DFF_PP0_ / v_sync_reg$_DFF_PP0_ / 4
hold reg to reg: c.state[0]$_SDFF_PP0_ / c.state[0]$_SDFF_PP0_ / 1
max in group asynchronous: reset / v_count_reg[6]$_DFF_PP0_ / 3
min in group asynchronous: reset / h_count_reg[3]$_DFF_PP0_ / 3
Power is estimated from default activity; no workload was simulated.
